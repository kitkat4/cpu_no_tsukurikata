==> ./run.sh <==
#!/bin/bash
# OpenROAD 26Q1-2900-gdf79404cd8, Yosys 0.63+post, stock flow scripts
make -C /OpenROAD-flow-scripts/flow DESIGN_CONFIG=/design/flow/config.mk WORK_HOME=/design/flow/orfs finish
==> ./config.mk <==
export PLATFORM = sky130hd
export DESIGN_NAME = cpu15
export DESIGN_NICKNAME = cpu15
export VERILOG_FILES = /design/flow/design.v
export SDC_FILE = /design/flow/constraint.sdc
export NUM_CORES = 4
export LEC_CHECK = 1
export CORE_UTILIZATION = 50
==> ./constraint.sdc <==
current_design cpu15

set clk_period 1.1
set clk_io_pct 0.2

create_clock -name clk0 -period $clk_period [get_ports {CLK}]

set non_clock_inputs [all_inputs -no_clocks]
set_input_delay [expr $clk_period * $clk_io_pct] -clock clk0 $non_clock_inputs
set_output_delay [expr $clk_period * $clk_io_pct] -clock clk0 [all_outputs]
==> ./design.v <==
module clock_gen(CLK, CLK_FT, CLK_DC, CLK_EX, CLK_WB);
    input          CLK;
    output         CLK_FT;
    output         CLK_DC;
    output         CLK_EX;
    output         CLK_WB;
    reg            CLK_FT = 0;
    reg            CLK_DC = 0;
    reg            CLK_EX = 0;
    reg            CLK_WB = 0;
    reg [1:0]      COUNT = 2'b00;
    always@(posedge CLK) begin
        COUNT <= COUNT + 2'b01;
        if(COUNT == 2'b00) begin
            CLK_FT <= 1;
            CLK_DC <= 0;
            CLK_EX <= 0;
            CLK_WB <= 0;
        end 
        else if(COUNT == 2'b01) begin
            CLK_FT <= 0;
            CLK_DC <= 1;
            CLK_EX <= 0;
            CLK_WB <= 0;
        end 
        else if(COUNT == 2'b10) begin
            CLK_FT <= 0;
            CLK_DC <= 0;
            CLK_EX <= 1;
            CLK_WB <= 0;
        end 
        else if(COUNT == 2'b11) begin
            CLK_FT <= 0;
            CLK_DC <= 0;
            CLK_EX <= 0;
            CLK_WB <= 1;
        end
    end
endmodule
module cpu15(CLK, RESET_N, IO65_IN, IO64_OUT);
    input         CLK;
    input         RESET_N;
    input [15:0]  IO65_IN;
    output [15:0] IO64_OUT;
    wire          CLK_FT;
    wire          CLK_DC;
    wire          CLK_EX;
    wire          CLK_WB;
    wire [7:0]    P_COUNT;
    wire [14:0]   PROM_OUT;
    wire [3:0]    OP_CODE;
    wire [7:0]    OP_DATA;
    wire [15:0]   REG_0;
    wire [15:0]   REG_1;
    wire [15:0]   REG_2;
    wire [15:0]   REG_3;
    wire [15:0]   REG_4;
    wire [15:0]   REG_5;
    wire [15:0]   REG_6;
    wire [15:0]   REG_7;
    wire [2:0]    N_REG_A;
    wire [2:0]    N_REG_B;
    wire [15:0]   REG_A;
    wire [15:0]   REG_B;
    wire [15:0]   RAM_0;
    wire [15:0]   RAM_1;
    wire [15:0]   RAM_2;
    wire [15:0]   RAM_3;
    wire [15:0]   RAM_4;
    wire [15:0]   RAM_5;
    wire [15:0]   RAM_6;
    wire [15:0]   RAM_7;
    wire [7:0]    RAM_ADDR;
    wire [15:0]   RAM_OUT;
    wire [15:0]   REG_IN;
    wire [15:0]   RAM_IN;
    wire          REG_WEN;
    wire          RAM_WEN;
    clock_gen C1(CLK, CLK_FT, CLK_DC, CLK_EX, CLK_WB);
    fetch C2(CLK_FT, P_COUNT, PROM_OUT);
    decode C3(CLK_DC, PROM_OUT, OP_CODE, OP_DATA);
    reg_dc C4(CLK_DC, PROM_OUT[10:8], REG_0, REG_1, REG_2, REG_3, REG_4, REG_5,
              REG_6, REG_7, N_REG_A, REG_A);
    reg_dc C5(CLK_DC, PROM_OUT[7:5], REG_0, REG_1, REG_2, REG_3, REG_4, REG_5,
              REG_6, REG_7, N_REG_B, REG_B);
    ram_dc C6(CLK_DC, PROM_OUT[7:0], RAM_0, RAM_1, RAM_2, RAM_3, RAM_4, RAM_5,
              RAM_6, RAM_7, IO65_IN, RAM_ADDR, RAM_OUT);
    exec C7(CLK_EX, RESET_N, OP_CODE, REG_A, REG_B, OP_DATA, RAM_OUT, P_COUNT,
            REG_IN, RAM_IN, REG_WEN, RAM_WEN);
    reg_wb C8(CLK_WB, RESET_N, N_REG_A, REG_IN, REG_WEN, REG_0, REG_1, REG_2,
              REG_3, REG_4, REG_5, REG_6, REG_7);
    ram_wb C9(CLK_WB, RAM_ADDR, RAM_IN, RAM_WEN, RAM_0, RAM_1, RAM_2, RAM_3,
              RAM_4, RAM_5, RAM_6, RAM_7, IO64_OUT);
endmodule  
module decode(CLK_DC, PROM_OUT, OP_CODE, OP_DATA);
    input        CLK_DC;
    input [14:0] PROM_OUT;
    output [3:0] OP_CODE;
    output [7:0] OP_DATA;
    reg [3:0]    OP_CODE;
    reg [7:0]    OP_DATA;
    always@(posedge CLK_DC) begin
        OP_CODE <= PROM_OUT[14:11];
        OP_DATA <= PROM_OUT[7:0];
    end
endmodule  
module exec(CLK_EX, RESET_N, OP_CODE, REG_A, REG_B, OP_DATA, RAM_OUT, P_COUNT,
            REG_IN, RAM_IN, REG_WEN, RAM_WEN);
    input         CLK_EX;
    input         RESET_N;
    input [3:0]   OP_CODE;
    input [15:0]  REG_A;
    input [15:0]  REG_B;
    input [7:0]   OP_DATA;
    input [15:0]  RAM_OUT;
    output [7:0]  P_COUNT;
    output [15:0] REG_IN;
    output [15:0] RAM_IN;
    output        REG_WEN;
    output        RAM_WEN;
    reg [7:0]     P_COUNT = 0;
    reg [15:0]    REG_IN = 0;
    reg [15:0]    RAM_IN = 0;
    reg           REG_WEN = 0;
    reg           RAM_WEN = 0;
    reg           CMP_FLAG = 0;
    always@(posedge CLK_EX) begin
        if(RESET_N == 1'b0) begin
            P_COUNT <= 0;
            CMP_FLAG <= 0;
        end else begin
            case(OP_CODE)
                4'h0: begin      
                    REG_IN  <= REG_B;
                    REG_WEN <= 1;
                    RAM_WEN <= 0;
                    P_COUNT <= P_COUNT + 8'h01;
                end
                4'h1: begin      
                    REG_IN  <= REG_A + REG_B;
                    REG_WEN <= 1;
                    RAM_WEN <= 0;
                    P_COUNT <= P_COUNT + 8'h01;
                end
                4'h2: begin      
                    REG_IN  <= REG_A - REG_B;
                    REG_WEN <= 1;
                    RAM_WEN <= 0;
                    P_COUNT <= P_COUNT + 8'h01;
                end
                4'h3: begin      
                    REG_IN  <= REG_A & REG_B;
                    REG_WEN <= 1;
                    RAM_WEN <= 0;
                    P_COUNT <= P_COUNT + 8'h01;
                end
                4'h4: begin      
                    REG_IN  <= REG_A | REG_B;
                    REG_WEN <= 1;
                    RAM_WEN <= 0;
                    P_COUNT <= P_COUNT + 8'h01;
                end
                4'h5: begin      
                    REG_IN  <= (REG_A << 1);
                    REG_WEN <= 1;
                    RAM_WEN <= 0;
                    P_COUNT <= P_COUNT + 8'h01;
                end
                4'h6: begin      
                    REG_IN  <= (REG_A >> 1);
                    REG_WEN <= 1;
                    RAM_WEN <= 0;
                    P_COUNT <= P_COUNT + 8'h01;
                end
                4'h7: begin      
                    REG_IN  <= ((REG_A >> 1) | REG_A & 16'h8000);
                    REG_WEN <= 1;
                    RAM_WEN <= 0;
                    P_COUNT <= P_COUNT + 8'h01;
                end 
                4'h8: begin      
                    REG_IN  <= {REG_A[15:8], OP_DATA};
                    REG_WEN <= 1;
                    RAM_WEN <= 0;
                    P_COUNT <= P_COUNT + 8'h01;
                end
                4'h9: begin      
                    REG_IN  <= {OP_DATA, REG_A[7:0]};
                    REG_WEN <= 1;
                    RAM_WEN <= 0;
                    P_COUNT <= P_COUNT + 8'h01;
                end
                4'hA: begin      
                    CMP_FLAG <= REG_A == REG_B ? 1'b1 : 1'b0;
                    REG_WEN  <= 0;
                    RAM_WEN  <= 0;
                    P_COUNT <= P_COUNT + 8'h01;
                end
                4'hB: begin      
                    REG_WEN <= 0;
                    RAM_WEN <= 0;
                    P_COUNT <= CMP_FLAG ? OP_DATA : P_COUNT + 8'h01;
                end
                4'hC: begin      
                    REG_WEN <= 0;
                    RAM_WEN <= 0;
                    P_COUNT <= OP_DATA;
                end
                4'hD: begin      
                    REG_IN  <= RAM_OUT;
                    REG_WEN <= 1;
                    RAM_WEN <= 0;
                    P_COUNT <= P_COUNT + 8'h01;
                end
                4'hE: begin      
                    RAM_IN  <= REG_A;
                    REG_WEN <= 0;
                    RAM_WEN <= 1;
                    P_COUNT <= P_COUNT + 8'h01;
                end
                4'hF: begin      
                    REG_WEN <= 0;
                    RAM_WEN <= 0;
                end
            endcase  
        end  
    end  
endmodule  
module fetch(CLK_FT, P_COUNT, PROM_OUT);
    input         CLK_FT;
    input [7:0]   P_COUNT;
    output [14:0] PROM_OUT;
    reg [14:0]    PROM_OUT;
    reg [15*16-1:0] mem = {15'b1001_0000_0000_000,  
                           15'b1000_0000_0000_000,  
                           15'b1001_0010_0000_000,  
                           15'b1000_0010_0000_001,  
                           15'b1001_0100_0000_000,  
                           15'b1000_0100_0000_000,  
                           15'b1001_0110_0000_000,  
                           15'b1000_0110_0001_010,  
                           15'b0001_0100_0100_000,  
                           15'b0001_0000_1000_000,  
                           15'b1110_0000_1000_000,  
                           15'b1010_0100_1100_000,  
                           15'b1011_0000_0001_110,  
                           15'b1100_0000_0001_000,  
                           15'b1111_0000_0000_000,  
                           15'b0000_0000_0000_000   
                           };
    always@(posedge CLK_FT) begin
        PROM_OUT <= mem[(15-P_COUNT[3:0]) * 15 +: 15];
    end
endmodule  
module ram_dc(CLK_DC, RAM_AD_IN, RAM_0, RAM_1, RAM_2, RAM_3, RAM_4, RAM_5,
              RAM_6, RAM_7, IO65_IN, RAM_AD_OUT, RAM_OUT);
    input         CLK_DC;
    input [7:0]   RAM_AD_IN;
    input [15:0]  RAM_0;
    input [15:0]  RAM_1;
    input [15:0]  RAM_2;
    input [15:0]  RAM_3;
    input [15:0]  RAM_4;
    input [15:0]  RAM_5;
    input [15:0]  RAM_6;
    input [15:0]  RAM_7;
    input [15:0]  IO65_IN;
    output [7:0]  RAM_AD_OUT;
    output [15:0] RAM_OUT;
    reg [7:0]     RAM_AD_OUT;
    reg [15:0]    RAM_OUT;
    always@(posedge CLK_DC) begin
        RAM_AD_OUT <= RAM_AD_IN;
        case(RAM_AD_IN)
            8'h00: RAM_OUT <= RAM_0;
            8'h01: RAM_OUT <= RAM_1;
            8'h02: RAM_OUT <= RAM_2;
            8'h03: RAM_OUT <= RAM_3;
            8'h04: RAM_OUT <= RAM_4;
            8'h05: RAM_OUT <= RAM_5;
            8'h06: RAM_OUT <= RAM_6;
            8'h07: RAM_OUT <= RAM_7;
            8'h40: RAM_OUT <= IO65_IN;
            default: RAM_OUT <= 16'hFFFF;
        endcase
    end
endmodule  
module ram_wb(CLK_WB, RAM_ADDR, RAM_IN, RAM_WEN, RAM_0, RAM_1, RAM_2, RAM_3,
              RAM_4, RAM_5, RAM_6, RAM_7, IO64_OUT);
    input         CLK_WB;
    input [7:0]   RAM_ADDR;
    input [15:0]  RAM_IN;
    input         RAM_WEN;
    output [15:0] RAM_0;
    output [15:0] RAM_1;
    output [15:0] RAM_2;
    output [15:0] RAM_3;
    output [15:0] RAM_4;
    output [15:0] RAM_5;
    output [15:0] RAM_6;
    output [15:0] RAM_7;
    output [15:0] IO64_OUT;
    reg [15:0]    RAM_0 = 0;
    reg [15:0]    RAM_1 = 0;
    reg [15:0]    RAM_2 = 0;
    reg [15:0]    RAM_3 = 0;
    reg [15:0]    RAM_4 = 0;
    reg [15:0]    RAM_5 = 0;
    reg [15:0]    RAM_6 = 0;
    reg [15:0]    RAM_7 = 0;
    reg [15:0]    IO64_OUT = 0;
    always@(posedge CLK_WB) begin
        if(RAM_WEN) begin
            case(RAM_ADDR)
                8'h0: RAM_0 <= RAM_IN;
                8'h1: RAM_1 <= RAM_IN;
                8'h2: RAM_2 <= RAM_IN;
                8'h3: RAM_3 <= RAM_IN;
                8'h4: RAM_4 <= RAM_IN;
                8'h5: RAM_5 <= RAM_IN;
                8'h6: RAM_6 <= RAM_IN;
                8'h7: RAM_7 <= RAM_IN;
                8'h40: IO64_OUT <= RAM_IN;
            endcase  
        end  
    end  
endmodule  
module reg_dc(CLK_DC, N_REG_IN, REG_0, REG_1, REG_2, REG_3, REG_4, REG_5,
              REG_6, REG_7, N_REG_OUT, REG_OUT);
    input         CLK_DC;
    input [2:0]   N_REG_IN;
    input [15:0]  REG_0;
    input [15:0]  REG_1;
    input [15:0]  REG_2;
    input [15:0]  REG_3;
    input [15:0]  REG_4;
    input [15:0]  REG_5;
    input [15:0]  REG_6;
    input [15:0]  REG_7;
    output [2:0]  N_REG_OUT;
    output [15:0] REG_OUT;
    reg [2:0]     N_REG_OUT;
    reg [15:0]    REG_OUT;
    always@(posedge CLK_DC) begin
        N_REG_OUT <= N_REG_IN;
        case(N_REG_IN)
            3'b000: REG_OUT <= REG_0;
            3'b001: REG_OUT <= REG_1;
            3'b010: REG_OUT <= REG_2;
            3'b011: REG_OUT <= REG_3;
            3'b100: REG_OUT <= REG_4;
            3'b101: REG_OUT <= REG_5;
            3'b110: REG_OUT <= REG_6;
            3'b111: REG_OUT <= REG_7;
        endcase  
    end
endmodule  
module reg_wb(CLK_WB, RESET_N, N_REG, REG_IN, REG_WEN, REG_0, REG_1, REG_2,
              REG_3, REG_4, REG_5, REG_6, REG_7);
    input         CLK_WB;
    input         RESET_N;
    input [2:0]   N_REG;
    input [15:0]  REG_IN;
    input         REG_WEN;
    output [15:0] REG_0;
    output [15:0] REG_1;
    output [15:0] REG_2;
    output [15:0] REG_3;
    output [15:0] REG_4;
    output [15:0] REG_5;
    output [15:0] REG_6;
    output [15:0] REG_7;
    reg [15:0]    REG_0;
    reg [15:0]    REG_1;
    reg [15:0]    REG_2;
    reg [15:0]    REG_3;
    reg [15:0]    REG_4;
    reg [15:0]    REG_5;
    reg [15:0]    REG_6;
    reg [15:0]    REG_7;
    always@(posedge CLK_WB) begin
        if(RESET_N == 1'b0) begin
            REG_0 <= 0;
            REG_1 <= 0;
            REG_2 <= 0;
            REG_3 <= 0;
            REG_4 <= 0;
            REG_5 <= 0;
            REG_6 <= 0;
            REG_7 <= 0;
        end else begin
            if(REG_WEN) begin
                case(N_REG)
                    3'h0: REG_0 <= REG_IN;
                    3'h1: REG_1 <= REG_IN;
                    3'h2: REG_2 <= REG_IN;
                    3'h3: REG_3 <= REG_IN;
                    3'h4: REG_4 <= REG_IN;
                    3'h5: REG_5 <= REG_IN;
                    3'h6: REG_6 <= REG_IN;
                    3'h7: REG_7 <= REG_IN;
                endcase  
            end  
        end  
    end  
endmodule  
==> impl_metrics.ini <==
; generated from flow reports
[outcome]
status = finished clean

[synthesis]
ff_type = dfxtp_1
synth_chip_area_um2 = 23100
synth-async-reset-ratio_pct = 0
yosysWarnings = 8
netlist_area_um2 = 23100
edf_count = 178
synth_cell_types = 84
synthCells = 2610
syn_area_per_cell_um2 = 8.85
ys_cells = 2610
synth-seq-cells = 395
ys_seq_share_pct = 42.0

[critical_path]
path_max_fanout = 4
cpMaxStageDelayCell = dfxtp_1
cpPeakStageDelay_ns = 0.37
r2r-start = C1.COUNT[1]
r2r_setup_slack_ns = 0.09
crit_path_end_kind = flop
arrival_ns = 1.12
crit_chain = inv_1 > ha_1 > mux2i_1 > nor2_1
crit_family = flip-flops
startpoint_type = flop
reg2reg_to = C1.CLK_DC
required_ns = 1.21
crit_buf_inv = 1
crit_type = flop to flop
worst_r2r_path_depth = 4

[placement]
dpl_cell_area_um2 = 23900
place_inst = 3101
io_buffers = 33
dp_hpwl_um = 59500
place_congestion = 1.04
place_ws_ns = 0.0584

[floorplan]
die_h_um = 217
row_count = 78
num_io_pins = 34
die_w_um = 217
fp_util_pct = 50.8
coreArea_um2 = 45500
dieArea_um2 = 47000

[power_and_ir_drop]
cellInternalPower_mw = 0.828
power_density_nw_per_um2 = 44.4
power_mw = 1.07
switchingPower_mw = 0.240
swShare_pct = 22.5
ir_drop_v = 0.00121
seq_power_share_pct = 21.3
leakage_nw = 8.10
clkPwrFrac_pct = 56.9
comb_power_share_pct = 21.8

[sta]
relSlewSlack_pct = 35.7
hold_viol_final = 0
finalSetupViolations = 0
untimed_endpoints = 583
min_period_ns = 1.01
unclocked_pins = 389
final_max_slew_viol_count = 0
worstMarginPinSlew_ns = 0.961
timing.final.ws_setup_ns = 0.0894
finClkSkew_ns = 0.00680
fin_crit_sh_pct = 91.9
fmax_ghz = 0.989
rsz0062_at_grt = false

[grt]
grtUsageMet3_pct = 11.6
grt_pass1_wl_um = 126000
grt_usage_pct = 37.6
grt_max_degree = 102
busiest_layer = met2
grt_pass1_vias = 19900
grt_overflow = 0
grt_use_met1_pct = 54.9
use_met2_pct = 55.7
antenna_found_initial = 0

[layout]
nFillCells = 4152
final_cell_count_no_fill = 3106
logic_area_um2 = 12300
drive_gt1_share_pct = 6.71
final_util_pct = 52.8
syn2layout_area_growth_pct = 4.08
design_area_um2 = 24000
ff_latch_area_um2 = 9700

[routing]
vias_per_cell = 6.61
num_vias = 20500
antenna_left = 0
wl_um = 84000
wire_per_inst_um = 27.1
drc = 0
drt_iter0_markers = 2028
drt_first_pass_iters = 6

[hold_path]
hold_class = flop to flop
min_path_cells = 1
min_to = C1.CLK_WB
hold_start = C1.CLK_WB

[clocking]
clk_path_buf_depth = 2
clkTransAtPathRegs_ns = 0.04
cts-root-buf = clkbuf_16
cts_tree = yes
htreeDepth = 1
post-cts-setup-buffers = 0
cts.repair.resized = 0
cts_hold_buf = 0
numCtsBuffers = 3
clkLatencyLatePin_ns = 0.23

[flow_run]
max_cap_violations = 0
tool_warnings = 85
==> metal layers <==
metal  vias up  share of wire (%)
met4         0                4.3
met1      9823                 40
met2      1207                 45
li1       9286                  -
met5         -                  0
met3       205                 11
==> how the worst max path moves through the flow <==
stage,startpoint,end,cells after the start
final,C1.COUNT[1],C1.CLK_DC,4
after global routing,C1.COUNT[1],C1.CLK_DC,4
after CTS,C1.COUNT[0],C1.CLK_DC,4
==> worst reg2reg max path, cell delays in order, from the launching register on <==
cell and delay (ns):
dfxtp_1 0.37, inv_1 0.10, ha_1 0.22, mux2i_1 0.16, nor2_1 0.05
==> through the flow <==
| step | TNS [ns] | hold slack (ns) |
|---|---|---|
| 2_1_floorplan | -0.436 | 0.459 |
| 3_3_place_gp | 0 | 0.435 |
| 3_5_place_dp | 0 | 0.446 |
| 4_1_cts | 0 | 0.454 |
| 5_1_grt | 0 | 0.475 |
| 6_report | 0 | 0.453 |
==> cell families (layout without fill, tap and decap cells) <==
family,Yosys count,count (layout),synth area share (%)
XOR/XNOR,15,15,0.813
other,0,1,0
adder cells (fa/ha/maj),88,88,5.03
AND-OR/OR-AND,857,857,25.2
buffers and inverters,301,196,5.27
AND/OR/NAND/NOR,860,860,16.1
multiplexers,94,94,5.56
flip-flops,395,395,42.0
==> Yosys cell counts, drive strengths merged (19+ instances only) <==
cell,n,area (µm²)
nand2,441,1660
dfxtp,217,4340
nor2,192,721
edfxtp,178,5350
a21oi,166,853
o21ai,152,761
clkbuf,147,566
a21boi,135,1010
ha,80,1000
inv,80,300
buf,72,343
a211oi,54,405
nand3,49,245
mux2i,46,460
o22ai,44,275
nor3,43,225
a221oi,39,342
a22oi,37,278
o211ai,33,248
a31oi,32,200
nor2b,30,188
mux4,25,563
mux2,23,259
nand2b,22,138
o31ai,19,143
==> sequential cells by signal, indices dropped and copies added, names as in the netlist, 15 cells and up <==
| name | count |
|---|---|
| C8.REG_1 | 16 |
| C8.REG_0 | 16 |
| C7.RAM_IN | 16 |
| C9.RAM_5 | 16 |
| C7.REG_IN | 16 |
| C9.RAM_1 | 16 |
| C9.RAM_3 | 16 |
| C9.RAM_7 | 16 |
| C8.REG_7 | 16 |
| C9.RAM_6 | 16 |
| C8.REG_5 | 16 |
| C8.REG_4 | 16 |
| C9.RAM_4 | 16 |
| C5.REG_OUT | 16 |
| C8.REG_6 | 16 |
| C2.PROM_OUT | 15 |
| C9.IO64_OUT | 16 |
| C8.REG_2 | 16 |
| C9.RAM_0 | 16 |
| C9.RAM_2 | 16 |
| C6.RAM_OUT | 16 |
| C4.REG_OUT | 16 |
| C8.REG_3 | 16 |
==> power groups by stage <==
stage	Sequential (mW)	Clock, mW	Combinational (mW)
after global routing	0.227	0.631	0.245
final	0.227	0.608	0.232
after CTS	0.227	0.615	0.230
==> cells in the final DEF, fill, tap and decap left out, types with 54 or more instances in the layout <==
cell type  instances
a211oi_1          54
a21boi_0         134
a21oi_1          164
buf_4             78
dfxtp_1          208
edfxtp_1         178
ha_1              79
inv_1             79
nand2_1          441
nor2_1           192
o21ai_0          150
==> cell type report <==
| type | instances | area share, % |
|---|---|---|
| diodes | 1 | 0.0104 |
| clock buffers | 4 | 0.328 |
| well taps | 600 | 3.12 |
| inverters | 82 | 1.28 |
| flip-flops and latches | 395 | 40.4 |
| multi-input cells | 1914 | 51.1 |
| repair buffers | 110 | 3.77 |
Power and IR drop assume default switching activity.
